==> design.v <==
module BancodeRegistradores(Clock, Reg1, Reg2, RegEscrita, RegWrite, 
	Dado1, Dado2, EscreveDado, DadoNoRegDeEscrita, FP);
	input wire Clock, RegWrite;
	input wire [4:0] Reg1, Reg2, RegEscrita;
	input wire [31:0] EscreveDado;
	output wire [31:0] Dado1, Dado2, DadoNoRegDeEscrita, FP;
	reg [31:0] Registradores [31:0];
	integer primeiro = 1;
	always @(posedge Clock) begin
		if(primeiro == 1) begin
			Registradores[5'd31] <= 32'd0;  
			Registradores[5'd1] <= 32'd10;
			Registradores[5'd2] <= 32'd1;
			Registradores[5'd3] <= 32'd4;
			Registradores[5'd4] <= 32'd10;
			primeiro <= 2;
		end
		if ((RegWrite == 1) && (RegEscrita != 5'd31)) begin
			Registradores[RegEscrita] <= EscreveDado;
		end
	end
	assign DadoNoRegDeEscrita = Registradores[RegEscrita];	
	assign Dado1 = Registradores[Reg1];
	assign Dado2 = Registradores[Reg2];	
	assign FP = Registradores[5'd29];
endmodule 
==> constraint.sdc <==
current_design BancodeRegistradores

set clk_period 12.9
set clk_io_pct 0.2

create_clock -name clk0 -period $clk_period [get_ports {Clock}]

set non_clock_inputs [all_inputs -no_clocks]
set_input_delay [expr $clk_period * $clk_io_pct] -clock clk0 $non_clock_inputs
set_output_delay [expr $clk_period * $clk_io_pct] -clock clk0 [all_outputs]
==> config.mk <==
export PLATFORM = sky130hd
export DESIGN_NAME = BancodeRegistradores
export DESIGN_NICKNAME = BancodeRegistradores
export VERILOG_FILES = /design/flow/design.v
export SDC_FILE = /design/flow/constraint.sdc
export NUM_CORES = 4
export LEC_CHECK = 1
export CORE_UTILIZATION = 50
==> run.sh <==
#!/bin/bash
# OpenROAD 26Q1-2900-gdf79404cd8, Yosys 0.63+post, stock flow scripts
make -C /OpenROAD-flow-scripts/flow DESIGN_CONFIG=/design/flow/config.mk WORK_HOME=/design/flow/orfs finish
==> git commit body <==
Log flow metrics for this revision

- Across the routed clock network, the largest skew measured is 15.2 ps.
- Setup repair after global routing left no endpoint under its margin.
- Die height: 339 um
- Buf+Inv Stages, Crit Path: 4
- For the finished layout, the period the worst path requires is 8940 ps.
- On the worst path, the slowest cell contributes a delay of 640 ps.
- In this run the VDD rail shows a maximum IR drop of 0.106 mV.
* Number of global-route vias before repair: 41100
- Global routing usage summed across all routing layers: 38.9%
* Combinational Power Share: 11.7%
* Post-Route Setup TNS: 0 ps
- For this block, the routed nets add up to 205000 um of wire.
- CTS H-Tree Depth: 3
* Sw power: 1980 uW
- Post-DP HPWL: 114000 um
- Sequential cell fraction of total power: 46.4%
- Worst-path maximum fanout: 32
- Worst min path class: reg2reg
- After layout, the design draws a total of 8080 uW.
- Crit end category: output port
- Endpoints failing hold in the final report were tallied at 0.
- Ratio of cells with drive above 1 in the final layout: 15.5%
- The flow ran to the end, and the final reports show no timing, DRC or antenna violations.
- The worst register-to-register path begins at primeiro[1].
* Worst max-slew margin expressed relative to the limit: 36.0%
* Ratio of total power to cell area: 125 nW/um^2
- Post-route fraction of the period consumed by the critical path: 69.3%
- The number of antenna violations at the first check in global routing was 6.
- Overflow after GRT: 0
* Filler cells: 8822
* Syn Area/Cell: 14.1 um^2
- The number of hold buffers added after CTS was 0.
- Cell count after synthesis: 4053
- Fraction of power consumed by the clock network: 41.9%
- Clock latency on the worst-skew pair: 720 ps
- Number of port buffers: 176
* Worst Path Required: 10320 ps
- Wire length of the first global-routing pass: 293000 um
- On the critical path, the stage with the largest delay is an instance of sky130_fd_sc_hd__nor2b_4.
- In this run the cell area measured after placement is 60600 um^2.
* Die W: 339 um
- Final Core Density: 57.3%
- Area reported by Yosys stat: 56900 um^2
- Post-DR vias/cell: 6.84
* Worst-Margin Slew: 957 ps
- Critical path's top delay family: buffers and inverters
- Number of warning messages in the logs: 26
- Crit Path Class: in2out
- Yosys warning total: 1
* Cell Type Count: 34
* Critical-path cell list: clkdlybuf4s50_1, nor2b_4, buf_4, buf_4, a22o_1, nor3_1, a31oi_1, nand3_1, clkdlybuf4s50_1
- The last timing report of the flow puts the setup violation total at 0.
- Std cell rows: 123
* Synthesized registers: 1026
- Of the synthesized area, sequential elements account for 54.1%.
* Via total after detailed routing: 39600
- Pins over their slew limit in the final report were tallied at 0.
* Die Area: 115000 um^2
- In this run the deepest clock path goes through 3 buffers.
- MI comb area: 24800 um^2
* Core footprint: 113000 um^2
- CTS tree: yes
* Worst Setup Start Kind: input pin
- The power report puts the leakage power at 0.0233 uW.
- The data arrival time reported for the critical path is 6360 ps.
- CTS clock-pin slew for the worst setup and hold paths: 60 ps
- The flow measured a signed area growth from synthesis to layout of 13.3%.
- The synth_stat.txt file lists the number of cells as 4053.
- Number of gates resized after CTS: 0
- Maximum number of pins on one net before global-route repair: 97
- The first detailed-routing pass took 6 iterations.
- TritonCTS created 115 clock buffers.
* Placer congestion estimate: 0.927
* Total of max-cap violations: 0
* Area of the mapped netlist: 56900 um^2
- Across all setup checks in the final design, the least slack found is 3960 ps.
* Area of all sequential standard cells: 30800 um^2
- Starting Density: 50.6%
* Number of nets still failing antenna checks after routing: 0
* Routed len/inst: 35.3 um
- Switching share of power: 24.6%
- Clock sink total: 1026
* Worst slack at placement: 3950 ps
- Worst Setup SP: Reg2[2]
* Root buffer selected by CTS: sky130_fd_sc_hd__clkbuf_16
* Maximum clock frequency: 112 MHz
- IO Count: 177
- Buffer count from post-CTS setup fixing: 0
- Finished Cell Area: 64500 um^2
- Final routed DRC violation total: 0
* Startpoint of the tightest hold check path: primeiro[0]
- DR iter-0 viols: 3064
- Cell internal power was estimated by the tool at 6090 uW.
-- registers in the layout, indices dropped and copies added, names as in the netlist --
register	count
Registradores	1024
primeiro	2
-- Yosys cell counts --
master | instances | share of area [%]
sky130_fd_sc_hd__mux2i_1 | 1024 | 18
sky130_fd_sc_hd__a22oi_1 | 320 | 4.2
sky130_fd_sc_hd__nand3_1 | 193 | 1.7
sky130_fd_sc_hd__buf_6 | 16 | 0.32
sky130_fd_sc_hd__or3b_1 | 3 | 0.046
sky130_fd_sc_hd__nor3b_1 | 1 | 0.013
sky130_fd_sc_hd__buf_4 | 70 | 0.92
sky130_fd_sc_hd__clkbuf_1 | 156 | 1.0
sky130_fd_sc_hd__nor3_1 | 65 | 0.57
sky130_fd_sc_hd__and3b_1 | 1 | 0.015
sky130_fd_sc_hd__nand3_2 | 1 | 0.018
sky130_fd_sc_hd__nand2b_1 | 5 | 0.055
sky130_fd_sc_hd__buf_2 | 95 | 0.83
sky130_fd_sc_hd__or3_1 | 7 | 0.077
sky130_fd_sc_hd__o21ai_0 | 2 | 0.018
sky130_fd_sc_hd__or2_1 | 2 | 0.022
sky130_fd_sc_hd__a31oi_1 | 64 | 0.70
sky130_fd_sc_hd__nand3b_1 | 3 | 0.040
sky130_fd_sc_hd__and3_1 | 1 | 0.011
sky130_fd_sc_hd__nand2_1 | 197 | 1.3
sky130_fd_sc_hd__nand4_1 | 32 | 0.35
sky130_fd_sc_hd__nor2b_1 | 4 | 0.044
sky130_fd_sc_hd__a22o_1 | 128 | 2.0
sky130_fd_sc_hd__or2_2 | 2 | 0.022
sky130_fd_sc_hd__inv_1 | 2 | 0.013
sky130_fd_sc_hd__nor3b_2 | 1 | 0.022
sky130_fd_sc_hd__buf_1 | 19 | 0.13
sky130_fd_sc_hd__nor2_1 | 36 | 0.24
sky130_fd_sc_hd__mux4_2 | 256 | 10
sky130_fd_sc_hd__a21oi_1 | 192 | 1.7
sky130_fd_sc_hd__edfxtp_1 | 1026 | 54
sky130_fd_sc_hd__and2_1 | 125 | 1.4
sky130_fd_sc_hd__o21ai_1 | 2 | 0.018
sky130_fd_sc_hd__conb_1 | 2 | 0.013
-- per-layer routing --
layer  track usage [%]  vias to the layer above  routed length, um
met2              52.7                     2828              89200
met3              28.0                      498              35900
met5              2.08                        -                343
li1                  -                    16700                  -
met4              13.5                       16               9170
met1              51.4                    19600              70100
-- cell type report --
| class | instances | area share, % |
|---|---|---|
| clock inverters | 81 | 1.36 |
| diodes | 7 | 0.0272 |
| multi-input cells | 2701 | 38.4 |
| flip-flops and latches | 1026 | 47.8 |
| well taps | 1500 | 2.91 |
| inverters | 2 | 0.0116 |
| repair buffers | 342 | 4.85 |
| clock buffers | 134 | 4.64 |
-- tightest hold or removal path, delay by kind of cell, from the launching register on --
family / cells / cell delay (ps)
compound gates: 1 / 180
simple gates: 1 / 290
flops: 1 / 320
-- cell usage in the layout, fill, tap and decap left out, drive strengths merged, types with 32 or more instances in the layout --
cell type / count
clkinv: 48
a31oi: 64
clkdlybuf4s50: 172
mux2i: 1024
mux4: 256
edfxtp: 1026
nand4: 32
nand2: 197
a22o: 128
nor3: 65
a22oi: 320
conb: 34
buf: 170
nand3: 194
and2: 125
clkbuf: 134
a21oi: 192
nor2: 36
-- through the flow --
step,hold slack [ps],std cells
global route,962,5786
floorplan,618,4085
CTS,919,5786
detailed placement,905,5571
finish,926,5793
global placement,902,5571
-- final timing paths --
| check | endpoint | slack [ps] | cells past startpoint |
|---|---|---|---|
| worst max-delay path | Dado2[15] | 3960 | 9 |
| worst min-delay path | Registradores[3][30] | 930 | 2 |
| worst max register to register | Registradores[31][18] | 10520 | 3 |
| worst min register to register | Registradores[3][30] | 930 | 2 |
-- power groups by stage --
stage	registers (uW)	clock network (uW)	logic (uW)
4_1_cts	3740	3420	932
5_1_grt	3750	3540	995
6_report	3750	3390	946
-- cells by family (layout without fill, tap and decap cells) --
family / Yosys count / after routing / synth area share, %
multiplexers: 1280 / 1280 / 28.1
flip-flops: 1026 / 1026 / 54.1
AND/OR/NAND/NOR: 679 / 679 / 5.91
other: 2 / 41 / 0.0132
buffers and inverters: 358 / 559 / 3.24
AND-OR/OR-AND: 708 / 708 / 8.61
Power figures rest on the tool's default switching activity, not on a simulated workload.
